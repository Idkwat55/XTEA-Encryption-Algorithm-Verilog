File: design/flow/config.mk
export PLATFORM = sky130hd
export DESIGN_NAME = xtea_cores
export DESIGN_NICKNAME = xtea_cores
export VERILOG_FILES = /design/flow/design.v
export SDC_FILE = /design/flow/constraint.sdc
export NUM_CORES = 4
export LEC_CHECK = 1
export CORE_UTILIZATION = 50
File: design/flow/constraint.sdc
current_design xtea_cores

set clk_period 21.7
set clk_io_pct 0.2

create_clock -name clk0 -period $clk_period [get_ports {clk}]

set non_clock_inputs [all_inputs -no_clocks]
set_input_delay [expr $clk_period * $clk_io_pct] -clock clk0 $non_clock_inputs
set_output_delay [expr $clk_period * $clk_io_pct] -clock clk0 [all_outputs]
File: design/flow/design.v
`default_nettype none
module xtea (
    input  wire         clk,         
    input  wire         rst_i,       
    input  wire         valid_i,     
    input  wire         en_i,        
    input  wire [ 63:0] data_i,      
    input  wire [127:0] key,         
    input  wire         decrypt_i,   
    output reg  [ 63:0] result_o,    
    output reg          valid_o,     
    output reg          busy_o       
);
  localparam reg [2:0] IDLE = 3'b000;
  localparam reg [2:0] ENC_Y = 3'b001;
  localparam reg [2:0] ENC_S = 3'b010;
  localparam reg [2:0] ENC_Z = 3'b011;
  localparam reg [2:0] DENC_Z = 3'b100;
  localparam reg [2:0] DENC_S = 3'b101;
  localparam reg [2:0] DENC_Y = 3'b110;
  localparam reg [2:0] DONE = 3'b111;
  reg [2:0] state;
  reg [31:0] k[4];
  reg [31:0] y, z, limit, sum;
  reg [31:0] delta;
  always @(posedge clk or posedge rst_i) begin : xtea
    if (rst_i) begin : reset_block
      state <= IDLE;
      valid_o <= 0;
      busy_o <= 0;
      result_o <= 0;
      delta <= 32'h9e3779b9;   
      sum <= 0;
    end else begin : xtea_core
      case (state)
        IDLE: begin
          busy_o  <= 0;
          valid_o <= 0;
          if (valid_i & en_i) begin
            k[0] <= key[127:96];   
            k[1] <= key[95:64];   
            k[2] <= key[63:32];   
            k[3] <= key[31:0];   
            y <= data_i[63:32];   
            z <= data_i[31:0];   
            busy_o <= 1;
            if (decrypt_i) begin : Encryption
              state <= DENC_Z;
              sum   <= 32'hc6ef3720;   
            end else begin : Decryption
              limit <= 32'hc6ef3720;   
              state <= ENC_Y;
              sum   <= 0;
            end
          end
        end
        ENC_Y: begin
          y <= y + ((((z << 4) ^ (z >> 5)) + z) ^ (sum + k[sum&3]));
          state <= ENC_S;
        end
        ENC_S: begin
          sum   <= sum + delta;
          state <= ENC_Z;
        end
        ENC_Z: begin
          z <= z + ((((y << 4) ^ (y >> 5)) + y) ^ (sum + k[(sum>>11)&3]));
          if (sum != limit) begin
            state <= ENC_Y;
          end else begin
            state <= DONE;
          end
        end
        DENC_Z: begin
          z <= z - ((((y << 4) ^ (y >> 5)) + y) ^ (sum + k[(sum>>11)&3]));
          state <= DENC_S;
        end
        DENC_S: begin
          sum   <= sum - delta;
          state <= DENC_Y;
        end
        DENC_Y: begin
          y <= y - ((((z << 4) ^ (z >> 5)) + z) ^ (sum + k[sum&3]));
          if (sum != 0) begin
            state <= DENC_Z;
          end else begin
            state <= DONE;
          end
        end
        DONE: begin
          valid_o <= 1;
          result_o <= {y, z};
          state <= IDLE;
        end
        default: begin
          state <= IDLE;
        end
      endcase
    end
  end
endmodule
`default_nettype none
module xtea_cores (
    input wire clk,
    input wire rst_i,
    input wire valid_i,
    input wire en_i,
    input wire [63:0] data_a_i,
    input wire [63:0] data_b_i,
    input wire [127:0] key,
    input wire decrypt_i,
    output reg [63:0] result_a_o,
    output reg [63:0] result_b_o,
    output reg valid_o,
    output reg busy_o
);
  wire [63:0] result_a_o_w, result_b_o_w;
  wire valid_o_a_w, valid_o_b_w;
  wire busy_o_a_w, busy_o_b_w;
  xtea core_1 (
      .clk(clk),
      .rst_i(rst_i),
      .valid_i(valid_i),
      .en_i(en_i),
      .data_i(data_a_i),
      .key(key),
      .decrypt_i(decrypt_i),
      .result_o(result_a_o_w),
      .valid_o(valid_o_a_w),
      .busy_o(busy_o_a_w)
  );
  xtea core_2 (
      .clk(clk),
      .rst_i(rst_i),
      .valid_i(valid_i),
      .en_i(en_i),
      .data_i(data_b_i),
      .key(key),
      .decrypt_i(decrypt_i),
      .result_o(result_b_o_w),
      .valid_o(valid_o_b_w),
      .busy_o(busy_o_b_w)
  );
  always @(busy_o_a_w or busy_o_b_w or valid_o_a_w or valid_o_b_w) begin
    valid_o <= valid_o_a_w & valid_o_b_w;
    busy_o  <= busy_o_a_w & busy_o_b_w;
  end
  always @(result_a_o_w or result_b_o_w) begin
    result_a_o <= result_a_o_w;
    result_b_o <= result_b_o_w;
  end
endmodule
File: design/flow/run.sh
#!/bin/bash
# OpenROAD 26Q1-2900-gdf79404cd8, Yosys 0.63+post, stock flow scripts
make -C /OpenROAD-flow-scripts/flow DESIGN_CONFIG=/design/flow/config.mk WORK_HOME=/design/flow/orfs finish
==> impl_metrics.toml <==
# flow metrics
[run_status]
run_status = "completed"

[place]
dp_hpwl_um = 140000
cells_after_dpl = 6475
globalplace.congestion = 1.02
port_buffers = 390

[die]
chipWidth_um = 316
placementRows = 114
die_area_sq_um = 99900
fp_util_pct = 50.7
die_h_um = 316
fp.coreArea_sq_um = 97300
io_pins = 391

[final_layout]
filler_cell_count = 8243
areaGrowthSynthToFinish_pct = 16.4
drive_gt1_share_pct = 9.99
final_cell_count_no_fill = 6604

[pwr]
p_seq_share_pct = 40.3
clock_power_share_pct = 41.5
switching_share_pct = 27.1
power_report.internal_total_w = 0.00226
power.leakage_nw = 23.3
max-vdd-ir-drop_uv = 96.0
areal_power_density_over_the_cells_nw_per_um2 = 54.1
power_frac_comb_pct = 18.2
switching_power_w = 0.000842

[yosys]
edf_count = 384
ff_latch_count_synth = 596
xor_area_share_pct = 13.1
area_leaders = "sky130_fd_sc_hd__edfxtp_1 (23%), sky130_fd_sc_hd__ha_1 (11%), sky130_fd_sc_hd__dfrtp_1 (11%), sky130_fd_sc_hd__xnor2_1 (6.7%), sky130_fd_sc_hd__mux4_2 (5.8%)"
synth_async_sr_flop_share_pct = 35.6
post_synth.cell_area_avg_sq_um = 10.1
synth_cell_type_count = 105
ys_cells = 4882
synth_top_flop_cell = "sky130_fd_sc_hd__edfxtp_1"
synth_top_area_share_pct = 23.4
comb_area_leader = "AND-OR/OR-AND gates"
synthMostInstantiatedCell = "sky130_fd_sc_hd__ha_1"
ys_seq_share_pct = 34.1
synth-adder-area-share_pct = 12.0
yosysWarningCount = 3
synthesis.area_sq_um = 49300
netlist.top_cell.by_area = "sky130_fd_sc_hd__edfxtp_1"
simple_gate_share_pct = 11.6
ys_sh_aoi_pct = 18.1
syn-instance-count = 4882
yosysChipArea_sq_um = 49300
common_cells = "sky130_fd_sc_hd__ha_1 (452), sky130_fd_sc_hd__a21oi_1 (451), sky130_fd_sc_hd__edfxtp_1 (384)"
synthMuxAreaShare_pct = 9.03

[clocking]
clkLatencyLatePin_ps = 660
cts.clk_slew.worst_paths_ps = 60
cts_tree = "done"
postCtsSetupRepairBufs = 0
cts_hold_repair.buffers = 0
clkSinkCount = 596
cts_resized = 0
cts-buffers-inserted = 69
clockBufferDepth = 3
cts_max_level = 3
clock_tree.root_cell = "sky130_fd_sc_hd__clkbuf_16"

[min_path]
worstHoldPathType = "flop to flop"
hold_path_startpoint = "core_1.state[2]$_DFF_PP0_"

[sta]
max_slew_margin_pct = 37.5
finalSetupTns_ps = 0
timing.final.max_slew_violations = 0
final_period_minus_worst_setup_slack_ps = 7960
tightest_slew_ps = 931
share_of_the_clock_period_used_by_the_worst_path_after_layout_pct = 36.7
rsz0062_at_grt = "no"
setup_viol = 0
max_freq_ghz = 0.126
clk_skew_ps = 25.7
timing.final.hold_violations = 0

[setup_path]
critPathLaunch = "core_2.sum[1]$_DFFE_PP0P_"
worst_setup_path_start_kind = "flop"
rr_startpoint = "core_2.sum[1]$_DFFE_PP0P_"
cp.required_ps = 22060
worstPathMaxFanout = 17
r2r_slack_ps = 13740
crit_slowest_cell = "sky130_fd_sc_hd__dfrtp_2"
worst_r2r_endpoint = "core_2.y[30]$_DFFE_PP_"
endpoint = "core_2.y[30]$_DFFE_PP_"
worst-setup-path-type = "flop to flop"
timing.critical_path.to_type = "flop"
max_stage_delay_ps = 790
timing.critical_path.arrival_ps = 8320
worstRegToRegCells = 26

[detailed_routing]
finalWirelength_um = 174000
firstDrtPassIters = 6
route.vias.total = 40799
detail-route-antenna-nets = 0
drt_iter0_markers = 3569
wire_per_inst_um = 26.4
final_routed_drc_violation_total = 0
viasPerCell = 6.18

[global_routing]
grt_pass1_wl_um = 255000
grt_start_max_net_pins = 105
initial_antenna_violation_count = 6
vias_in_the_first_global_route = 39015
overflow = 0
grt_util_all_layers_pct = 36.8

[run]
number_of_max_capacitance_violations_reported = 0
stage_log_warnings = 44
[sequential cells by signal, indices dropped and copies added, names as in the netlist, 64 cells and up]
name and flops:
core_1.k 128, core_2.k 128, core_2.result_o 64, core_1.result_o 64
[layout make-up]
cell class / instances / area, sq um / area share (%)
Multi-Input combinational cell: 4026 / 31600 / 55.0
Sequential cell: 596 / 16900 / 29.3
Timing Repair Buffer: 461 / 4450 / 7.75
Clock buffer: 78 / 1770 / 3.08
Tap cell: 1276 / 1600 / 2.78
Clock inverter: 50 / 712 / 1.24
Inverter: 116 / 443 / 0.771
Antenna cell: 1 / 2.50 / 0.00436
[power by group through the flow]
| stage | Combinational, W | Clock [W] | Sequential [W] |
|---|---|---|---|
| 4_1_cts | 0.000557 | 0.00131 | 0.00125 |
| 5_1_grt | 0.000620 | 0.00135 | 0.00125 |
| 6_report | 0.000565 | 0.00129 | 0.00125 |
[logic make-up (layout without fill, tap and decap cells)]
group	after synthesis	in the layout
other	0	1
xor gates and xnor gates	701	701
AOI/OAI and AO/OA	1414	1414
DFF	596	596
and+or+nand+nor	1177	1177
muxes	268	268
adders and majority gates	466	466
buffers and inverters	260	705
[how the worst min path moves through the flow]
stage	to	slack, ps	cells past startpoint
after CTS	core_2.state[6]$_DFF_PP0_	470	0
after global routing	core_1.state[6]$_DFF_PP0_	470	0
final	core_1.state[6]$_DFF_PP0_	470	0
[through the flow]
step / power (W) / util [%] / area (sq um) / setup WS, ps / hold WS (ps)
floorplan: 0.00165 / - / 49300 / 10870 / 352
global placement: 0.00183 / 56.5 / 54900 / 13990 / 457
global route: 0.00322 / 59.0 / 57400 / 13100 / 474
finish: 0.00310 / 59.0 / 57400 / 13740 / 467
CTS: 0.00312 / 59.0 / 57400 / 13890 / 466
detailed placement: 0.00183 / 56.5 / 54900 / 13960 / 448
[metal layers]
| metal | routed length [um] | vias to the layer above | track usage, % |
|---|---|---|---|
| li1 | - | 19202 | - |
| met1 | 76800 | 19604 | 58.4 |
| met2 | 70200 | 1787 | 48.3 |
| met3 | 22600 | 198 | 16.4 |
| met4 | 4780 | 8 | 8.19 |
| met5 | 57 | - | 0 |
[critical path: cells and delay by family (launching register included)]
kind | cells | cell delay, ps
and+or+nand+nor | 7 | 1420
AOI/OAI and AO/OA | 11 | 2520
adders and majority gates | 3 | 1070
DFF | 1 | 790
muxes | 1 | 650
xor gates and xnor gates | 4 | 1190
[cell usage in the layout, fill, tap and decap left out, drive strengths merged, types with 33 or more instances in the layout]
| cell | n |
|---|---|
| mux2 | 135 |
| clkdlybuf4s50 | 390 |
| nand4 | 58 |
| inv | 124 |
| a211oi | 38 |
| a21oi | 455 |
| clkbuf | 78 |
| nand2b | 50 |
| o21ai | 321 |
| dfrtp | 210 |
| buf | 71 |
| nand2 | 353 |
| and3 | 47 |
| xnor2 | 381 |
| nor2 | 281 |
| mux4 | 128 |
| xor2 | 299 |
| o21a | 55 |
| a31oi | 70 |
| nor2b | 42 |
| o21bai | 33 |
| ha | 452 |
| and2 | 33 |
| nor3 | 79 |
| a21o | 200 |
| nand3 | 105 |
| edfxtp | 384 |
No activity file was given, so power comes from the tool's default toggle rates.
